$ cat design/flow/run.sh
#!/bin/bash
# OpenROAD 26Q1-2900-gdf79404cd8, Yosys 0.63+post, stock flow scripts
make -C /OpenROAD-flow-scripts/flow DESIGN_CONFIG=/design/flow/config.mk WORK_HOME=/design/flow/orfs finish
$ cat design/flow/config.mk
export PLATFORM = sky130hd
export DESIGN_NAME = digital_clock
export DESIGN_NICKNAME = digital_clock
export VERILOG_FILES = /design/flow/design.v
export SDC_FILE = /design/flow/constraint.sdc
export NUM_CORES = 4
export LEC_CHECK = 1
export CORE_UTILIZATION = 30
$ cat design/flow/constraint.sdc
current_design digital_clock

set clk_period 5.9
set clk_io_pct 0.2

create_clock -name clk0 -period $clk_period [get_ports {clk}]

set non_clock_inputs [all_inputs -no_clocks]
set_input_delay [expr $clk_period * $clk_io_pct] -clock clk0 $non_clock_inputs
set_output_delay [expr $clk_period * $clk_io_pct] -clock clk0 [all_outputs]
$ cat design/flow/design.v
`timescale 1ns / 1ps
module digital_clock(
    input clk,
    input [13:0] swt,
    input reset,
    input myset,
    output reg [6:0] C,
    output reg DP,
    output reg [7:0] AN
    );
    wire [6:0] C1;
    wire [6:0] C2;
    wire [6:0] C3;
    wire [6:0] C4;
    reg [3:0] T1;
    reg [3:0] T2;
    reg [3:0] T3;
    reg [3:0] T4;
    reg [1:0] cnt;
    wire myclk1,myclk2;
    clkdiv1 c1(clk,myclk1); 
    clkdiv2 c2(clk,myclk2); 
    always@(posedge myclk1) 
        DP<=~DP;
    always@(posedge myclk1, posedge reset, posedge myset) 
    begin
    if(reset)
    begin
        T4<=4'b0000;
        T3<=4'b0000;
        T2<=4'b0000;
        T1<=4'b0000;
    end  
    else
    if(myset)
    begin
        T4<={0,0,swt[13],swt[12]};
        T3<=swt[11:8];
        T2<=swt[7:4];
        T1<=swt[3:0];
    end  
    else
        if(T4==4'b0010&T3==4'b0011&T2==4'b0101&T1==4'b1001) 
        begin
            T4<=4'b0000;
            T3<=4'b0000;
            T2<=4'b0000;
            T1<=4'b0000;
        end
        else
            if(T3==4'b1001&T2==4'b0101&T1==4'b1001) 
            begin
                T4<=T4+1;
                T3<=4'b0000;
                T2<=4'b0000;
                T1<=4'b0000;
            end
            else
                if(T2==4'b0101&T1==4'b1001) 
                begin
                    T4<=T4;
                    T3<=T3+1;
                    T2<=4'b0000;
                    T1<=4'b0000;
                end
                else
                    if(T1==4'b1001) 
                    begin
                        T4<=T4;
                        T3<=T3;
                        T2<=T2+1;
                        T1<=4'b0000;
                    end
                    else 
                    begin
                        T4<=T4;
                        T3<=T3;
                        T2<=T2;
                        T1<=T1+1;
                    end
    end
    BCD_7_segment_display b1(T1[3:0],C1[6:0]);
    BCD_7_segment_display b2(T2[3:0],C2[6:0]);
    BCD_7_segment_display b3(T3[3:0],C3[6:0]);
    BCD_7_segment_display b4(T4[3:0],C4[6:0]);
    always@(posedge myclk2)
    begin
        case(cnt)
        2'b00:
            begin
            AN<=8'b11111110;
            C<=C1;
            cnt<=cnt+1;
            end
        2'b01:
            begin
            AN<=8'b11111101;
            C<=C2;
            cnt<=cnt+1;
            end
        2'b10:
            begin
            AN<=8'b11111011;
            C<=C3;
            cnt<=cnt+1;
            end
        2'b11:
            begin
            AN<=8'b11110111;
            C<=C4;
            cnt<=cnt+1;
            end
        endcase
    end
endmodule
module BCD_7_segment_display(
    input [3:0] swt,
    output reg [6:0] C
    );
    always@(swt)
    begin
    case(swt)
    4'b0000:C=7'b0000001;
    4'b0001:C=7'b1001111;
    4'b0010:C=7'b0010010;
    4'b0011:C=7'b0000110;
    4'b0100:C=7'b1001100;
    4'b0101:C=7'b0100100;
    4'b0110:C=7'b0100000;
    4'b0111:C=7'b0001111;
    4'b1000:C=7'b0000000;
    4'b1001:C=7'b0000100;
    default:C=7'b0000001; 
    endcase
    end
endmodule
module clkdiv1(
    input inclk,
    output outclk
    );
    reg [35:0]q;
    always@(posedge inclk)
         q<=q+1;
    assign outclk=q[26]; 
endmodule
module clkdiv2(
    input inclk,
    output outclk
    );
    reg [35:0]q;
    always@(posedge inclk)
         q<=q+1;
    assign outclk=q[16]; 
endmodule
==> run notes <==
Implementation run completed; key figures follow.

Synthesis:
- The run gives the async set or reset register ratio after synthesis as a little over a fifth.
- The run gives the number of standard cells reported by yosys as around 410.
- Looking at the cell usage after synthesis, the top flip-flop cell is dfxtp_1.
- The run gives the number of unique standard cell types used by synthesis as 48.
- dfxtp_1 takes more of the synthesized area than any other cell.
- The share of synthesized area in the top cell type comes to around 30%.
- The run gives the synthesized-area fraction occupied by adder cells as 9.37%.
- The run puts the synthesized area per cell at ~9.4 µm².
- The run gives the sequential share of the synthesized area as between 40% and 50%.
- The run gives the mapped cell area as between 3000 and 4000 µm².
- The run gives the share of synthesized cell area in and, or, nand and nor gates as roughly a fifth.
- Among the non-sequential cells, simple AND/OR/NAND/NOR gates take the most area.
- The cell-mix breakdown from Yosys lists the compound-gate area share as 9.31%.
- The run gives the number of warnings issued by yosys as 8.
- Ranked by total cell area, the synthesized netlist is headed by dfxtp_1, dfbbp_1, ha_1.
- The stat command in Yosys gives a chip area of about 3900 µm².
- Counting flops and latches in the post-synthesis netlist gives approximately 74.
- The run gives the instance count of the mapped netlist as 411.
- In this run, synthesis inferred 0 flip-flops with an integrated enable.
- The run puts the synthesized-area fraction occupied by xor and xnor cells at between 10% and 20%.
- The run gives the most repeated cell in the gate-level netlist after synthesis as dfxtp_1.
- The run puts the portion of netlist area occupied by mux cells at under 10%.
- By count the netlist is led by dfxtp_1, nand2_1, ha_1.

Placement:
- The run puts the number of buffers added on ports at 28.
- Detailed placement finished with a half-perimeter wire length of between 5000 and 6000 µm.
- The run puts the weighted congestion reported at the end of routability-driven placement at approximately 0.9.

Layout:
- Between the synthesized netlist and the finished layout, the area growth was recorded as 15.5%.
- The run gives the share of the core filled with cells in the final layout as a little over a third.
- Of the cells placed in the final design, the portion with a size suffix greater than 1 is 3.93%.

Routing:
- The run gives the residual DRC count as 0.
- The run gives the total inserted antenna cells as 0.
- According to the report, the first pass of detailed routing completed in 4 iterations.
- The run puts the post-detailed-route via-to-cell ratio at 4.60.
- The run puts the routed wire length at slightly above 7000 µm.
- The detailed router placed approximately 2800 vias in this run.
- The run puts the number of DRC markers after the initial detailed-route iteration at approximately 130.
- The run puts the number of antenna-violating nets in the routed design at 0.
- Per the detail_route report, routed wire per instance is 12.0 µm.

Die:
- In this run the count of I/O pins placed on the die edge is 33.
- The chip occupies 13400 µm².
- The vertical die dimension reported for this design is between 100 and 150 µm.
- The run puts the core utilization before placement at between 30% and 40%.
- From left edge to right edge, the die measures around 120 µm.
- In this run the standard cell core region covers approximately 13000 µm².
- The run puts the number of rows in the core area at a little over 40.

Timing:
- The run puts the post-route setup TNS at 0 ns.
- The run gives the fraction of the cycle the final worst path needs as 25.9%.
- The run gives the count of endpoints without a timing constraint as 42.
- The run gives the transition time at the pin with the least slew margin as 0.701 ns.
- The timer found 30 register pins that no clock reaches; their paths are not timed.
- The run puts the number of setup violations in the final report at 0.
- The run puts the setup skew after layout at between 0.006 and 0.007 ns.
- The run gives the achievable clock frequency as roughly 650 MHz.
- The run puts the number of slew-limit violations in the final report at 0.
- The final timing report lists a hold violation count of 0.
- The smallest clock period supported by the final layout is computed as roughly 1.5 ns.
- Per the slew report, the remaining headroom to the max-slew limit stands at 53.1%.
- Setup repair after global routing left no endpoint under its margin.

Global routing:
- The run gives the first-pass GRT wire length as ~13000 µm.
- The via count of the first global-routing pass was 2673.
- The run puts the overall track demand over capacity in global routing at 11.8%.
- The run puts the pin count of the biggest net entering global routing at 19.
- The run puts the remaining global-route overflow at 0.
- The number of antenna violations at the first check in global routing came to 0.

Run status:
- The run finished with clean final reports.

Critical path:
- By startpoint and endpoint, the worst setup path is classified as flop to flop.
- The run gives the endpoint kind of the worst setup timing path as a flop.
- The run puts the data required time of the critical path at 6.11 ns.
- The run puts the arrival time of the worst setup path at 1.74 ns.
- The worst setup path is launched from a flop.
- The run puts the maximum fanout along the worst path at 5.

Flow run:
- The run reported a max-capacitance violation count of 0.
- The run gives the number of warnings in the stage logs as about 47.

Pwr:
- The run puts the share of total power in combinational logic at 4.0%.
- The run gives the switching part of the total power as between 10% and 20%.
- The run puts the relative contribution of the clock network to total power at between 40% and 50%.
- The run puts the switching component of the power at around 130 µW.
- The run puts the ratio of total power to cell area at roughly 140 nW/µm².
- The internal power of the cells totals around 520 µW.
- The run gives the relative contribution of sequential cells to total power as a little under half.
- The run puts the worst supply voltage drop on vdd at between 100 and 150 µV.
- The run gives the total leakage power as approximately 1.7 nW.

Clock tree:
- The run gives the post-CTS setup buffer count as 0.
- The clock tree synthesis step divided the H-tree into 2 levels.
- The run gives the CTS tree as built.
- The run puts the maximum number of buffers from clock root to sink at 2.
- Looking at the clock tree report, the root buffer type is clkbuf_16.
- The run gives the insertion delay of the later-clocked pin in the worst-skew pair as ~0.28 ns.
- After clock tree synthesis, the repair step resized 0 gates.
- The run gives the clock transition at the register clock pins on the worst setup and hold paths after CTS as around 0.06 ns.
- In this run, post-CTS hold repair placed 0 buffers.
- TritonCTS created 5 clock buffers.

Hold path:
- The path class of the tightest hold or removal check is flop to flop.
cell families after synthesis:
group / after synthesis
AOI/OAI and AO/OA: 56
xor gates and xnor gates: 48
adders and majority gates: 29
buffers and inverters: 44
DFF: 74
muxes: 8
other: 1
and+or+nand+nor: 151
flip-flops by register name, summed over array words and instances, names as in the netlist:
register  flops
c1.q         27
c2.q         17
C             7
AN            4
T1            4
T2            4
T3            4
T4            4
cnt           2
DP            1
critical path, stage by stage (launching register included):
cell and delay, ns:
dfxtp_1 0.37, ha_1 0.21, and4_1 0.28, and3_1 0.26
and3_1 0.19, xor2_1 0.15
metal layers:
| layer | wire (µm) | GRT usage (%) | up-vias |
|---|---|---|---|
| met2 | 3260 | 19.4 | 38 |
| met3 | 183 | 1.07 | 11 |
| li1 | - | - | 1472 |
| met1 | 3670 | 17.8 | 1259 |
| met5 | 0 | 0 | - |
| met4 | 119 | 1.73 | 0 |
placed cells by master, fill, tap and decap left out, drive strengths merged, types with 9 or more instances in the layout:
| master | n |
|---|---|
| nand3 | 21 |
| nand4 | 13 |
| ha | 29 |
| inv | 27 |
| xor2 | 23 |
| clkdlybuf4s50 | 28 |
| dfxtp | 58 |
| nor2 | 25 |
| nor3 | 11 |
| o21ai | 9 |
| xnor2 | 25 |
| dfbbp | 14 |
| nand2 | 41 |
| a21oi | 22 |
final timing paths:
check          start       end  slack, ns  cells after the start
min          c1.q[0]   c1.q[0]       0.41                      1
max reg2reg  c1.q[0]  c1.q[14]       4.37                      5
min reg2reg  c1.q[0]   c1.q[0]       0.41                      1
max          c1.q[0]  c1.q[14]       4.37                      5
per-stage QoR:
stage / hold WS, ns / instances / setup slack, ns / power (mW) / instance area, µm²
CTS: 0.411 / 605 / 4.38 / 0.648 / 4470
global placement: 0.388 / 597 / 4.42 / 0.334 / 4300
detailed placement: 0.396 / 597 / 4.41 / 0.334 / 4300
finish: 0.413 / 605 / 4.37 / 0.641 / 4470
global route: 0.438 / 605 / 4.22 / 0.665 / 4470
floorplan: 0.379 / 414 / 4.54 / 0.319 / 3880
power groups by stage:
| stage | clock [mW] | combinational [mW] | sequential [mW] |
|---|---|---|---|
| after CTS | 0.321 | 0.0262 | 0.301 |
| after global routing | 0.335 | 0.0286 | 0.301 |
| final | 0.314 | 0.0259 | 0.301 |
layout make-up:
class | instances | area (µm²)
clock inverters | 3 | 46.3
multi-input cells | 296 | 2030
well taps | 172 | 215
clock buffers | 5 | 125
fillers | 1258 | 8150
flip-flops and latches | 74 | 1670
inverters | 26 | 97.6
repair buffers | 29 | 288
Power figures rest on the tool's default switching activity, not on a simulated workload.

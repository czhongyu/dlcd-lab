### design.v
`timescale 1ns / 1ps
module project_2(
    input [3:0] swt,
    input [2:0] g1,
    input [2:0] g2,
    output [7:0] led1,
    output [7:0] led2
    );
    decoder_1 x( swt[0+:4], g1[0+:3], led1[0+:8]);
    decoder_2 y( swt[0+:4], g2[0+:3], led2[0+:8]);
endmodule
module decoder_1(
    input [3:0] swt,
    input [2:0] g,
    output [7:0] led
    );
    assign led[0]=swt[0] | swt[1] | swt[2]| ~g[0] | g[1] | g[2]| swt[3];
    assign led[1]=~swt[0] | swt[1] | swt[2]| ~g[0] | g[1] | g[2]| swt[3];
    assign led[2]=swt[0] | ~swt[1] | swt[2]| ~g[0] | g[1] | g[2]| swt[3];
    assign led[3]=~swt[0] | ~swt[1] | swt[2]| ~g[0] | g[1] | g[2]| swt[3];
    assign led[4]=swt[0] | swt[1] | ~swt[2]| ~g[0] | g[1] | g[2]| swt[3];
    assign led[5]=~swt[0] | swt[1] | ~swt[2]| ~g[0] | g[1] | g[2]| swt[3];
    assign led[6]=swt[0] | ~swt[1] | ~swt[2]| ~g[0] | g[1] | g[2]| swt[3];
    assign led[7]=~swt[0] | ~swt[1] | ~swt[2]| ~g[0] | g[1] | g[2]| swt[3];
endmodule
module decoder_2(
    input [3:0] swt,
    input [2:0] g,
    output [7:0] led
    );
    assign led[0]=swt[0] | swt[1] | swt[2]| ~g[0] | g[1] | g[2]| ~swt[3];
    assign led[1]=~swt[0] | swt[1] | swt[2]| ~g[0] | g[1] | g[2]| ~swt[3];
    assign led[2]=swt[0] | ~swt[1] | swt[2]| ~g[0] | g[1] | g[2]| ~swt[3];
    assign led[3]=~swt[0] | ~swt[1] | swt[2]| ~g[0] | g[1] | g[2]| ~swt[3];
    assign led[4]=swt[0] | swt[1] | ~swt[2]| ~g[0] | g[1] | g[2]| ~swt[3];
    assign led[5]=~swt[0] | swt[1] | ~swt[2]| ~g[0] | g[1] | g[2]| ~swt[3];
    assign led[6]=swt[0] | ~swt[1] | ~swt[2]| ~g[0] | g[1] | g[2]| ~swt[3];
    assign led[7]=~swt[0] | ~swt[1] | ~swt[2]| ~g[0] | g[1] | g[2]| ~swt[3];
endmodule
### run.sh
#!/bin/bash
# OpenROAD 26Q1-2900-gdf79404cd8, Yosys 0.63+post, stock flow scripts
make -C /OpenROAD-flow-scripts/flow DESIGN_CONFIG=/design/flow/config.mk WORK_HOME=/design/flow/orfs finish
### config.mk
export PLATFORM = sky130hd
export DESIGN_NAME = project_2
export DESIGN_NICKNAME = project_2
export VERILOG_FILES = /design/flow/design.v
export SDC_FILE = /design/flow/constraint.sdc
export NUM_CORES = 4
export LEC_CHECK = 1
export CORE_AREA = 10 10 70 70
export DIE_AREA = 0 0 80 80
### constraint.sdc
current_design project_2

set clk_period 2.2
set clk_io_pct 0.2

create_clock -name clk0 -period $clk_period

set non_clock_inputs [all_inputs -no_clocks]
set_input_delay [expr $clk_period * $clk_io_pct] -clock clk0 $non_clock_inputs
set_output_delay [expr $clk_period * $clk_io_pct] -clock clk0 [all_outputs]
==> flow_results.xml <==
<?xml version="1.0" encoding="UTF-8"?>
<metrics>
  <group name="run_status">
    <metric name="result_of_the_run" unit="">complete, no violations</metric>
  </group>
  <group name="global_routing">
    <metric name="initial_antenna_violation_count" unit="">0</metric>
    <metric name="first_pass_grt_wire_length" unit="um">1470</metric>
    <metric name="global_route.usage.total" unit="%">2.72</metric>
    <metric name="grt_remaining_overflow" unit="">0</metric>
    <metric name="grt_pass1_vias" unit="">290</metric>
    <metric name="grt_start_max_net_pins" unit="">11</metric>
  </group>
  <group name="layout">
    <metric name="ff_count" unit="">0</metric>
    <metric name="clockBufferCount" unit="">0</metric>
    <metric name="finalInstanceArea" unit="um2">527</metric>
    <metric name="final-comb-area" unit="um2">163</metric>
    <metric name="final-seq-area" unit="um2">0</metric>
    <metric name="proportion_of_layout_cells_with_a_drive_suffix_above_1" unit="%">14.3</metric>
    <metric name="mostFrequentLayoutCells" unit="">12 x sky130_fd_sc_hd__nand2_1, 10 x sky130_fd_sc_hd__dlygate4sd2_1, 8 x sky130_fd_sc_hd__clkdlybuf4s50_1, 7 x sky130_fd_sc_hd__dlymetal6s2s_1, 4 x sky130_fd_sc_hd__buf_4</metric>
    <metric name="lay_top_count" unit="">sky130_fd_sc_hd__nand2_1</metric>
    <metric name="fillCellCount" unit="">383</metric>
    <metric name="area_delta_synth_final" unit="%">203</metric>
  </group>
  <group name="setup_path">
    <metric name="worst_setup_path_end_kind" unit="">output port</metric>
    <metric name="worst-endpoint-required" unit="ns">1.76</metric>
    <metric name="worst-path-max-fanout" unit="">8</metric>
    <metric name="worstSetupPathType" unit="">in -&gt; out</metric>
    <metric name="setup.worst_path.start_class" unit="">input port</metric>
    <metric name="worst-endpoint-arrival" unit="ns">1.71</metric>
  </group>
  <group name="logic_synthesis">
    <metric name="syn_area_per_cell" unit="um2">6.00</metric>
    <metric name="yosys.stat.seqShare" unit="%">0</metric>
    <metric name="synth_area" unit="um2">174</metric>
    <metric name="ys_types" unit="">11</metric>
    <metric name="yosys-stat-area" unit="um2">174</metric>
    <metric name="ys_cells" unit="">29</metric>
    <metric name="synth_warnings" unit="">0</metric>
    <metric name="number_of_instances_in_the_synthesized_netlist" unit="">29</metric>
  </group>
  <group name="sta">
    <metric name="final_worst_hold_slack" unit="ns">1.39</metric>
    <metric name="timing.final.setup_violations" unit="">0</metric>
    <metric name="pins_over_slew_limit" unit="">0</metric>
    <metric name="setup_total_negative_slack" unit="ns">0</metric>
    <metric name="setup_repair_after_global_routing_missed_its_margin" unit="">false</metric>
    <metric name="fmaxAchievable" unit="GHz">0.465</metric>
    <metric name="post_route_fraction_of_the_period_consumed_by_the_critical_path" unit="%">97.8</metric>
    <metric name="slew_headroom" unit="%">79.3</metric>
    <metric name="worst_pin_slew" unit="ns">0.310</metric>
    <metric name="period_needed" unit="ns">2.15</metric>
    <metric name="timing_hold_violations_final" unit="">0</metric>
  </group>
  <group name="route">
    <metric name="viasPerCell" unit="">2.95</metric>
    <metric name="drt-initial-drc-count" unit="">17</metric>
    <metric name="wire_per_inst" unit="um">9.84</metric>
    <metric name="vias" unit="">301</metric>
    <metric name="detail-route-antenna-nets" unit="">0</metric>
    <metric name="postRouteWirelength" unit="um">1000</metric>
    <metric name="dr.pass1.iters" unit="">2</metric>
    <metric name="antenna_cells" unit="">0</metric>
    <metric name="drcViolationCount" unit="">0</metric>
  </group>
  <group name="floorplan">
    <metric name="design.portCount" unit="">26</metric>
    <metric name="die-height" unit="um">80</metric>
    <metric name="num_rows" unit="">21</metric>
    <metric name="design.core.area" unit="um2">3420</metric>
    <metric name="fp_util" unit="%">5.09</metric>
    <metric name="die_area" unit="um2">6400</metric>
    <metric name="die_w" unit="um">80</metric>
  </group>
  <group name="placed_design">
    <metric name="dp_hpwl" unit="um">840</metric>
    <metric name="gp_weighted_congestion" unit="">0.778</metric>
    <metric name="placedInstanceArea" unit="um2">487</metric>
    <metric name="port_buffer_count" unit="">26</metric>
  </group>
  <group name="worst_hold_path">
    <metric name="timing.hold.worst.start" unit="">g1[0]</metric>
    <metric name="hp-class" unit="">in -&gt; out</metric>
    <metric name="worstHoldPathCells" unit="">5</metric>
    <metric name="min_to" unit="">led1[0]</metric>
  </group>
  <group name="power_and_ir_drop">
    <metric name="power_density_normalized_to_cell_area" unit="nW/um2">74.7</metric>
    <metric name="vdd_ir_max" unit="V">0.0000106</metric>
    <metric name="leakage_power_figure" unit="nW">0.186</metric>
  </group>
  <group name="job">
    <metric name="warnings" unit="">32</metric>
    <metric name="max-cap-violations" unit="">0</metric>
  </group>
  <group name="clocking">
    <metric name="cts_hold_repair.buffers" unit="">0</metric>
  </group>
</metrics>
==> layout make-up <==
type | instances | share of cell area [%]
Timing Repair Buffer | 31 | 58.2
Tap cell | 46 | 10.9
Multi-Input combinational cell | 25 | 30.9
==> critical path, stage by stage <==
cell	delay, ns
sky130_fd_sc_hd__clkdlybuf4s50_1	0.39
sky130_fd_sc_hd__and4bb_4	0.39
sky130_fd_sc_hd__nand2_1	0.06
sky130_fd_sc_hd__clkdlybuf4s50_1	0.42
==> metrics by stage <==
step	utilization, %	cells	power (mW)	worst slack [ns]
2_1_floorplan	-	29	0.0160	0.834
3_3_place_gp	14.2	99	0.0406	-0.132
3_5_place_dp	14.2	99	0.0408	-0.121
4_1_cts	14.5	101	0.0392	0.0105
5_1_grt	15.4	102	0.0429	0.0110
6_report	15.4	102	0.0394	0.0485
==> report_power, final <==
group | internal, mW | switching, mW
combinational | 0.0236 | 0.0157
clock | 0 | 0
sequential | 0 | 0
total | 0.0236 | 0.0157
==> cell usage after synthesis <==
cell type | n | area [um2]
sky130_fd_sc_hd__and4bb_2 | 1 | 12.5
sky130_fd_sc_hd__and3b_1 | 3 | 26.3
sky130_fd_sc_hd__buf_2 | 3 | 15.0
sky130_fd_sc_hd__nand3_1 | 2 | 10.0
sky130_fd_sc_hd__nand4_1 | 2 | 12.5
sky130_fd_sc_hd__nor2_1 | 1 | 3.75
sky130_fd_sc_hd__nor3b_1 | 2 | 15.0
sky130_fd_sc_hd__nor4b_4 | 1 | 23.8
sky130_fd_sc_hd__clkbuf_2 | 1 | 5.00
sky130_fd_sc_hd__nor3_1 | 1 | 5.00
sky130_fd_sc_hd__nand2_1 | 12 | 45.0
==> cells by family (layout without fill, tap and decap cells) <==
logic type    count (synthesis)  in the layout  share of synthesized area, %
simple gates                 25             25                          88.5
buf+inv                       4             31                          11.5
==> how the worst max path moves through the flow <==
stage | depth (start not counted) | endpoint | start
after CTS | 4 | led2[1] | g2[2]
after global routing | 4 | led2[2] | g2[1]
final | 4 | led2[2] | g2[1]
==> metal layers <==
metal  part of all wire [%]  up-vias  global-route usage, %
li1                       -      154                      -
met1                     47      127                   3.56
met2                     39       20                   4.49
met3                     14        0                  0.909
met4                      0        0                      0
met5                      0        -                      0
==> timing repair <==
action | CTS | global route
gates resized | 13 | 9
pin swaps | 1 | 1
setup endpoints to repair | 16 | 13
hold endpoints to repair | 0 | 0
buffers inserted | 2 | 1
No activity file was given, so power comes from the tool's default toggle rates.

===== ./config.mk =====
export PLATFORM = sky130hd
export DESIGN_NAME = ALU
export DESIGN_NICKNAME = ALU
export VERILOG_FILES = /design/flow/design.v
export SDC_FILE = /design/flow/constraint.sdc
export NUM_CORES = 4
export LEC_CHECK = 1
export CORE_AREA = 10 10 70 70
export DIE_AREA = 0 0 80 80

===== ./constraint.sdc =====
current_design ALU

set clk_period 2.4
set clk_io_pct 0.2

create_clock -name clk0 -period $clk_period

set non_clock_inputs [all_inputs -no_clocks]
set_input_delay [expr $clk_period * $clk_io_pct] -clock clk0 $non_clock_inputs
set_output_delay [expr $clk_period * $clk_io_pct] -clock clk0 [all_outputs]

===== ./design.v =====
`timescale 1ns / 1ps
module ALU(a,b,cin,m,s,ans,cout);
    input [3:0] a,b;
    input cin,m;
    input [1:0] s;
    output reg [3:0] ans;
    output reg cout;
    wire [3:0] ans1,ans2;
    wire cout1,cout2;
    carry_look_ahead_adder_4 plus1(a[3:0],b[3:0],cin,ans1[3:0],cout1);
    carry_look_ahead_adder_4 plus2(a[3:0],~b[3:0],~cin,ans2[3:0],cout2);
    always@(a,b,cin,m,s,ans1,ans2,cout1,cout2)
    begin
    if(m)
        begin
        case(s)
            2'b00:
                begin
                ans[3:0]=ans1[3:0];
                cout=cout1;
                end
            2'b01:
                begin
                ans[3:0]=ans2[3:0];
                cout=~cout2;
                end
            default:
                begin
                ans[3:0]=4'b0000;
                cout=0;
                end
        endcase
        end
    else
        begin
        case(s)
            2'b00:ans[3:0]=~a[3:0]; 
            2'b01:ans[3:0]=a[3:0]&b[3:0]; 
            2'b10:ans[3:0]=a[3:0]|b[3:0]; 
            2'b11:ans[3:0]=a[3:0]^b[3:0]; 
        endcase
        cout=0;
        end
    end
endmodule
module carry_look_ahead_adder_4(a,b,cin,ans,cout);
    input [3:0] a;
    input [3:0] b;
    input cin;
    output [3:0] ans;
    output cout;
    wire [3:0] g;
    wire [3:0] p;
    wire [3:1] c;
    assign g[3:0]=a[3:0]&b[3:0];
    assign p[3:0]=a[3:0]^b[3:0];
    assign c[1]=g[0]|p[0]&cin;
    assign c[2]=g[1]|p[1]&g[0]|p[1]&p[0]&cin;
    assign c[3]=g[2]|p[2]&g[1]|p[2]&p[1]&g[0]|p[2]&p[1]&p[0]&cin;
    assign cout=g[3]|p[3]&g[2]|p[3]&p[2]&g[1]|p[3]&p[2]&p[1]&g[0]|p[3]&p[2]&p[1]&p[0]&cin;
    xor_ xor1(p[3:0],{c[3:1],cin},ans[3:0]);
endmodule
module xor_(a,b,ans);
    input [3:0] a,b;
    output [3:0] ans;
    assign ans[3:0]=a[3:0]^b[3:0];
endmodule

===== ./run.sh =====
#!/bin/bash
# OpenROAD 26Q1-2900-gdf79404cd8, Yosys 0.63+post, stock flow scripts
make -C /OpenROAD-flow-scripts/flow DESIGN_CONFIG=/design/flow/config.mk WORK_HOME=/design/flow/orfs finish

==> flow_summary.yaml <==
# yosys + openroad results
timing:
  tightest_slew_ps: 285
  setup_viol: 0
  finalHoldViolCount: 0
  max_slew_margin: 0.808
  drv_slew: 0
  fmax_ghz: 0.432
  fin_crit_sh: 0.965
  period_minus_slack_ps: 2320
  setup_tns_ps: 0
  layout_setup_ws_ps: 84.0
  whs_ps: 1520
routing:
  dr.pass1.iters: 4
  routed_wl_um: 1760
  ant_nets: 0
  via_per_inst: 3.99
  vias: 678
  antenna_cells: 0
  drc_errors: 0
  drt_iter0_drc: 17
  wire_per_inst_um: 10.3
layout:
  final_common_cell: "buf_4"
  area_growth_pct: 80.8
  instances_no_fill: 170
  lay_top_cells: "29 x buf_4, 8 x inv_2, 7 x inv_1, 6 x buf_2"
  regArea_um2: 0
  num-clock-buffers: 0
  drive_above_1_share: 0.589
  ff_count: 0
critical_path:
  path_depth: 6
  cp_data_arrival_time_ps: 1840
  crit_path_end_kind: "output pin"
  cp.required_ps: 1920
  start_kind: "input port"
  crit_family: "multiplexers"
  cp_max_fo: 2
  crit_buf_inv: 3
  path_cells: "clkdlybuf4s15_1, inv_2, ha_1, mux4_2, a211o_1, buf_2"
  cpPeakStageDelay_ps: 470
  crit_path_top_delay_cell: "mux4_2"
  crit_type: "in2out"
yosys:
  avgSynthCellArea_um2: 8.25
  ys_seq_frac: 0
  syn_area_um2: 652
  syn_inst: 79
  ys_types: 30
  yosys_warnings: 1
  yosys-stat-cells: 79
  ys_area_um2: 652
  largest_area_cell: "ha_1"
  netlist.area_leader.share: 0.250
  topCellsByArea: "ha_1 25%, fa_1 9.2%, inv_1 8.6%"
global_routing:
  track_usage: 0.0547
  grt_pass1_vias: 701
  antenna_found_initial: 0
  grt_overflow: 0
  grt_pass1_wl_um: 2990
  grt_max_degree: 12
power:
  p_comb_frac: 1.000
  swShare: 0.431
  power_frac_clock: 0
  switchingPower_mw: 0.0933
  leakagePower_nw: 0.554
  p_int_mw: 0.123
  p_total_mw: 0.217
  peakVddDrop_v: 0.0000930
  seq_power_share: 0
  power_density_nw_per_um2: 184
worst_hold_path:
  hold_path_class: "in2out"
  whs_path_depth: 5
job:
  warning_count: 43
  drv_cap: 0
die:
  rows: 21
  fp_util: 0.191
  dieWidth_um: 80
  fp.coreArea_um2: 3420
  pin_count: 17
  fp.dieH_um: 80
  die-area_um2: 6400
placement:
  portBuffers: 17
  routabilityCongestion: 0.808
  hpwlAfterDp_um: 1400
  placed_cells: 164
  place_ws_ps: -706
status:
  status: "completed"
## Yosys cell counts
master,n
a221oi_2,1
nand2_1,3
a211o_1,1
clkbuf_1,2
mux4_1,1
a31oi_1,1
o21a_1,1
and4_1,1
buf_4,1
ha_1,13
o21bai_1,1
nand3_1,1
nand2b_1,2
o22ai_1,1
o21ai_0,5
xnor2_1,1
o22a_1,1
a21oi_1,3
mux2i_1,5
nand3b_1,1
fa_1,3
o211ai_1,2
nor2_1,4
a211oi_1,1
nor3b_1,2
and3b_1,1
inv_1,15
buf_6,1
nor3_1,2
mux4_2,2
## layout make-up
cell class	count	area (um^2)
fillers	359	2240
multi-input cells	60	703
repair buffers	49	362
well taps	46	57.6
inverters	15	56.3
## logic make-up after synthesis
group,synth area share
XOR/XNOR,0.0134
multiplexers,0.186
buffers and inverters,0.127
AND-OR/OR-AND,0.188
adder cells (fa/ha/maj),0.342
AND/OR/NAND/NOR,0.144
## layer usage
| metal | track usage | up-vias | part of all wire |
|---|---|---|---|
| met5 | 0 | - | 0 |
| met4 | 0 | 0 | 0 |
| met3 | 0.00568 | 0 | 0.036 |
| met2 | 0.0835 | 12 | 0.44 |
| met1 | 0.0848 | 303 | 0.53 |
| li1 | - | 363 | - |
## tightest hold or removal path: stages
cell and delay, ps:
clkbuf_2 90, inv_2 50, mux4_2 220, a211o_1 110, buf_2 90
## through the flow
step / cell area (um^2) / util
floorplan: 652 / -
global placement: 1050 / 0.307
detailed placement: 1050 / 0.307
CTS: 1130 / 0.332
global route: 1180 / 0.345
finish: 1180 / 0.345
## timing repair
item / 4_1_cts / 5_1_grt
hold buffers: 0 / 0
buffers inserted: 5 / 1
pin swaps: 11 / 12
endpoints found under the setup margin: 5 / 5
resized: 53 / 26
## worst paths after layout
| path | from | to | slack (ps) |
|---|---|---|---|
| setup / recovery | b[3] | ans[3] | 80 |
| hold / removal | a[3] | ans[3] | 1520 |
## power groups by stage
stage                 clock network, mW  logic, mW  registers (mW)
final                                 0      0.217               0
after global routing                  0      0.240               0
after CTS                             0      0.198               0
Power and IR drop assume default switching activity.
